### ./run.sh
#!/bin/bash
# OpenROAD 26Q1-2900-gdf79404cd8, Yosys 0.63+post, stock flow scripts
make -C /OpenROAD-flow-scripts/flow DESIGN_CONFIG=/design/flow/config.mk WORK_HOME=/design/flow/orfs finish
### ./config.mk
export PLATFORM = sky130hd
export DESIGN_NAME = fsm_pq
export DESIGN_NICKNAME = fsm_pq
export VERILOG_FILES = /design/flow/design.v
export SDC_FILE = /design/flow/constraint.sdc
export NUM_CORES = 4
export LEC_CHECK = 1
export CORE_AREA = 10 10 70 70
export DIE_AREA = 0 0 80 80
### ./constraint.sdc
current_design fsm_pq

set clk_period 1.4
set clk_io_pct 0.2

create_clock -name clk0 -period $clk_period [get_ports {clk}]

set non_clock_inputs [all_inputs -no_clocks]
set_input_delay [expr $clk_period * $clk_io_pct] -clock clk0 $non_clock_inputs
set_output_delay [expr $clk_period * $clk_io_pct] -clock clk0 [all_outputs]
### ./design.v
`timescale 1ns / 1ps
module fsm_pq( input logic clk, rst, start, full, busy, empty, error_comp, cteal_15,
               output logic lfsr_rst, lfsr_enb, enq, deq, count_enb, count_rst, 
               output logic [2:0] led_r, led_g, led_b, 
               output logic sigIDLE, sigSTART, sigADD, sigREMOVE, sigDISPLAY);
        typedef enum logic [4:0] {
            IDLE = 5'b00001,
            START = 5'b00010,
            ADD = 5'b00100,
            REMOVE = 5'b01000,
            DISPLAY = 5'b10000
           } states_t;
           states_t state, next;
           always_ff @ (posedge clk)
                if (rst) state <= IDLE;
                else state <= next;
           always_comb
               begin
               next = IDLE;
               sigIDLE = 1;
                sigSTART = 0;
                sigADD = 0; 
                sigREMOVE = 0;
                sigDISPLAY = 0;
                count_rst = 0;
                count_enb = 0;
                lfsr_rst = 0;
                lfsr_enb = 0;
                led_r = 3'b000;
                led_b = 3'b000;
                led_g = 3'b000;
                enq = 0;
                deq = 0;
               case(state)
                    IDLE:
                        begin
                            sigIDLE = 1;
                            sigSTART = 0;
                            sigADD = 0; 
                            sigREMOVE = 0;
                            sigDISPLAY = 0;
                            count_rst = 1;
                            lfsr_rst = 1;
                            lfsr_enb = 0;
                            led_r = 3'b000;
                            led_b = 3'b000;
                            led_g = 3'b000;
                            if (start) next = START;
                            else next = IDLE;
                       end
                    START:
                        begin
                            sigIDLE = 0;
                            sigSTART = 1;
                            sigADD = 0; 
                            sigREMOVE = 0;
                            sigDISPLAY = 0;
                            lfsr_rst = 0;
                            lfsr_enb = 0;
                            next = ADD;
                        end
                    ADD:
                        begin
                            sigIDLE = 0;
                            sigSTART = 0;
                            sigADD = 1; 
                            sigREMOVE = 0;
                            sigDISPLAY = 0;
                            if (!busy) begin
                                enq = 1;
                                lfsr_enb = 1;
                                if (full) next = REMOVE;
                                else next = ADD;
                            end
                            else begin
                                enq = 0;
                                lfsr_enb = 0;
                                next = ADD;
                            end
                        end
                    REMOVE:
                        begin
                            sigIDLE = 0;
                            sigSTART = 0;
                            sigADD = 0; 
                            sigREMOVE = 1;
                            sigDISPLAY = 0;
                            enq = 0;
                            lfsr_enb = 0;
                            count_rst = 0;
                            if (!busy) begin
                                count_enb = 1;
                                deq = 1;
                                if (error_comp || cteal_15) next = DISPLAY;
                                else next = REMOVE;
                            end
                            else begin
                                count_enb = 0;
                                deq = 0;
                                next = REMOVE;
                            end               
                        end
                    DISPLAY:
                        begin
                            sigIDLE = 0;
                            sigSTART = 0;
                            sigADD = 0; 
                            sigREMOVE = 0;
                            sigDISPLAY = 1;
                            deq = 0;
                            count_enb = 0;
                            if (cteal_15)
                                begin
                                    led_r = 3'b000;
                                    led_b = 3'b000;
                                    led_g = 3'b011;
                                end
                            if (error_comp) 
                                begin
                                    led_r = 3'b011;
                                    led_b = 3'b000;
                                    led_g = 3'b000;
                                end
                            if (rst) next = IDLE;
                            else next = DISPLAY;
                        end      
               endcase
           end     
endmodule
==> GITHUB_STEP_SUMMARY <==
## PnR job results

| Metric | Value |
|---|---|
| Status | complete, no violations |
| Final instance area | 606 um^2 |
| Sequential share of power | 40.5% |
| Floorplan core density | 8.50% |
| Overflow after GRT | 0 |
| GRT Util Overall | 2.81% |
| CP arrival | ~1.1 ns |
| Vias in the first global route | 317 |
| # Cells Yosys | 36 |
| Num ports | 28 |
| Post-Synthesis Cells | 36 |
| Layout cells sized above 1 | between 30% and 40% |
| Area grow syn2layout | 109% |
| Crit path kind | register to output pin |
| Port bufs | 21 |
| Cell family with most CP delay | buffers and inverters |
| WL per Instance | 9.00 um |
| Maximum VDD drop | 430 uV |
| Final hold slack | roughly 0.47 ns |
| Min cycle time layout | 1.34 ns |
| Ys Warns | 1 |
| Final Power | a little under 0.4 mW |
| Total CTS buffers | 3 |
| Crit path max-delay cell type | clkdlybuf4s50_1 |
| Yosys chip area | roughly 290 um^2 |
| Clock Power Share | 41.8% |
| Synth flops | 5 |
| Initial antenna violation count | 0 |
| First-pass GRT wire length | between 1 and 1.5 mm |
| Leakage | 0.310 nW |
| Worst Hold Class | register to register |
| Post-CTS Hold Buffers | 0 |
| Largest Register | state |
| Total Neg Setup Slack | 0 ns |
| Final Hold Vio Count | 0 |
| Slowest stage delay, CP | 0.48 ns |
| Seq share, synth | 34.5% |
| Power Dens Cells | approximately 640 nW/um^2 |
| EDFF count, synth | 0 |
| Clk root buf | clkbuf_4 |
| TritonCTS clock tree | done |
| Tcrit/Tclk final | between 90% and 100% |
| Vias | 319 |
| Count leader, synth | buf_4 |
| DP Worst Slack | -0.348 ns |
| Crit-path max FO | 3 |
| Util after Layout | between 10% and 20% |
| Mapped Area | 290 um^2 |
| Biggest regs | state: 5 flops |
| H-tree Lvls | 1 |
| Ant diodes | 0 |
| Die Ht | 80 um |
| Post-synthesis cell type count | 15 |
| Fmax | about 0.74 GHz |
| Dpl cell area | 520 um^2 |
| Switch share | 21.1% |
| RSZ-0062 raised after global routing | yes |
| Die Wd | 80 um |
| Max FFs per register | 5 |
| Combinational share of power | 17.8% |
| Total of max-cap violations | 0 |
| HPWL Detailed | 778 um |
| Skew-Pair Late Insertion Delay | 0.24 ns |
| Drt initial violations | 5 |
| Remaining DRCs | 0 |
| RePlAce Congestion | 0.743 |
| Largest cells by area | dfxtp_1, buf_4, a21oi_1 |
| # fillers | between 300 and 400 |
| CP cell instances | clkdlybuf4s50_1 |
| Clock transition at the registers of the reported paths | 0.04 ns |
| Post-synth top flop | dfxtp_1 |
| Synth cell count leaders | buf_4, dfxtp_1, nor2_1 |
| Final setup viols | 0 |
| Largest net degree at the start of global routing | 6 |
| NetSw | 0.0811 mW |
| Via/cell ratio | 2.90 |
| 1st-pass router iterations | 4 |
| OpenROAD warnings | 27 |
| Layout Cells excl Fill | between 100 and 150 |
| Syn_area_per_cell | 8.06 um^2 |
| Crit path buffers/inverters | 1 |
| Final WS setup | 0.0554 ns |
| Max-area cell share | 34.5% |
| Clock tree buffer depth | 2 |
| Core footprint | 3420 um^2 |
| Area leader, netlist | dfxtp_1 |
| Max-slew violations | 0 |
| Final ANT Viol Nets | 0 |
| Die area | 6400 um^2 |
| CTS sink count | 5 |
| CP endpoint kind | output pin |
| Rows | 21 |
| Startpoint types | register |
| Placed insts | 100 |
| Ys async rst share | 0% |
| Clk_skew | 0.00645 ns |
| Power Internal | 0.304 mW |
| Final wirelength | 990 um |
| Critical Path RT | between 1 and 1.5 ns |
[kinds of logic after synthesis]
logic type,count (synthesis),share of synthesized area [%]
AOI/OAI and AO/OA,6,12.5
buffers and inverters,12,28.4
DFF,5,34.5
other,1,1.29
and+or+nand+nor,12,23.3
[cells in the final DEF, fill, tap and decap left out, types with 2 or more instances in the layout]
cell,count
dlygate4sd2_1,12
buf_4,7
clkdlybuf4s50_1,6
conb_1,5
dfxtp_2,5
a21oi_1,3
nand2_1,3
nor2_1,3
clkbuf_4,3
inv_1,2
nor2b_4,2
buf_6,2
[worst min-delay path: stages, from the launching register on]
cell and delay (ns):
dfxtp_2 0.33, nand2_1 0.07, nor2_1 0.04
[final cells by class]
type,count,area [um^2],share of cell area [%]
Clock buffer,4,26.3,4.34
Inverter,2,7.51,1.24
Multi-Input combinational cell,23,139,22.9
Sequential cell,5,106,17.6
Tap cell,46,57.6,9.50
Timing Repair Buffer,30,269,44.4
[power by group through the flow]
stage / combinational [mW] / clock, mW / sequential (mW)
4_1_cts: 0.0682 / 0.168 / 0.155
5_1_grt: 0.0762 / 0.180 / 0.156
6_report: 0.0684 / 0.161 / 0.156
[worst paths after layout]
check | startpoint | endpoint | slack, ns | depth (start not counted)
worst max-delay path | state[4]$_DFF_P_ | sigSTART | 0.06 | 1
worst min-delay path | state[0]$_DFF_P_ | state[4]$_DFF_P_ | 0.47 | 2
worst max register to register | state[2]$_DFF_P_ | state[1]$_DFF_P_ | 0.48 | 5
worst min register to register | state[0]$_DFF_P_ | state[4]$_DFF_P_ | 0.47 | 2
[repair_timing]
action / in CTS / in global routing
endpoints found under the hold margin: 0 / 0
pin swaps: 2 / 0
buffers inserted: 6 / 0
endpoints found under the setup margin: 10 / 5
gates resized: 26 / 4
[per-layer routing]
metal	GRT usage, %	wire, um
met5	0	0
met2	3.29	312
met4	0.176	0
met1	3.68	488
met3	2.73	189
Power and IR drop assume default switching activity.
