$ cat flow/design.v
`timescale 1ns / 1ps
module  counter #(parameter W=4) (
    input logic clk, rst, enb,
    output logic [W-1:0] q
    );
    always_ff @(posedge clk)
        if (rst)      q <= '0;
        else if (enb) q <= q + 1;
endmodule: counter
`timescale 1ns / 1ps
module dec_3_8_n(
    input logic [2:0] a,
    output logic [7:0] y_n
    );
    logic [7:0] y;
    always_comb begin
        case (a)
            3'd0: y = 8'b00000001;
            3'd1: y = 8'b00000010;
            3'd2: y = 8'b00000100;
            3'd3: y = 8'b00001000;
            3'd4: y = 8'b00010000;
            3'd5: y = 8'b00100000;
            3'd6: y = 8'b01000000;
            3'd7: y = 8'b10000000;
            default: y = 4'b00000000;
        endcase
        y_n = ~y;
    end
endmodule: dec_3_8_n
`timescale 1ns / 1ps
module mux8 #(parameter W=1)
	         (input logic [W-1:0] d0, d1, d2, d3, d4, d5, d6, d7,
	          input logic [2:0] sel,
	          output logic [W-1:0] y);
   always_comb
     case (sel)
       3'd0 : y = d0;
       3'd1 : y = d1;
       3'd2 : y = d2;
       3'd3 : y = d3;
       3'd4 : y = d4;
       3'd5 : y = d5;
       3'd6 : y = d6;
       3'd7 : y = d7;
       default : y = '0;
      endcase  
endmodule: mux8
module period_enb(input logic clk, rst, clr, output logic enb_out);
    parameter PERIOD_MS = 1;    
    parameter PERIOD_US = PERIOD_MS * 1000;
    parameter PERIOD_NS = PERIOD_US * 1000;
    parameter CLKFREQ_MHZ = 100;   
    localparam CLKPD_NS = 1000 / CLKFREQ_MHZ;
    localparam PERIOD_COUNT_LIMIT = PERIOD_NS / CLKPD_NS;
    localparam PERIOD_COUNT_BITS = $clog2(PERIOD_COUNT_LIMIT);
    logic [PERIOD_COUNT_BITS-1:0] q;
    assign enb_out = (q == PERIOD_COUNT_LIMIT - 1);
    always_ff @(posedge clk)
        if (rst || clr || enb_out) q <= 0;
        else                       q <=  q + 1;
endmodule: period_enb
module sevenseg_ctl(
    input logic clk, rst,
    input logic [6:0] d7, d6, d5, d4, d3, d2, d1, d0,
    output logic [6:0] segs_n,
    output logic dp_n,
    output logic [7:0] an_n
    );
    logic enb, clr;
    logic [2:0] digit;   
    logic [6:0] muxd;
    assign clr = 1'b0;
    period_enb #(.PERIOD_MS(1)) U_ENB(.clk, .rst, .clr, .enb_out(enb));
    counter #(.W(3)) U_CT (.clk, .rst, .enb, .q(digit));
    dec_3_8_n U_DEC (.a(digit), .y_n(an_n));
    mux8 #(.W(7)) U_MUX8 (.sel(digit), .d0, .d1, .d2, .d3, .d4, .d5, .d6, .d7, .y(muxd));
    sevenseg_ext_n U_SSEG (.d(muxd), .segs_n, .dp_n);
endmodule
module sevenseg_ext_n(
		 input logic [6:0]  d,
		 output logic [6:0] segs_n,   
		 output logic dp_n
		 );
   logic blank, dp, dash;
   assign blank = d[6];
   assign dp = d[5];
   assign dash = d[4];
   assign dp_n = !(!blank && dp);
   always_comb begin
	   if (blank) segs_n = 7'b1111111;
	   else if (dash) segs_n = 7'b0111111;
	   else begin
		   case (d[3:0])      
			   4'd0: segs_n = 7'b1000000;
			   4'd1: segs_n = 7'b1111001;
			   4'd2: segs_n = 7'b0100100;
			   4'd3: segs_n = 7'b0110000;
			   4'd4: segs_n = 7'b0011001;
			   4'd5: segs_n = 7'b0010010;
			   4'd6: segs_n = 7'b0000010;
			   4'd7: segs_n = 7'b1111000;
			   4'd8: segs_n = 7'b0000000;
			   4'd9: segs_n = 7'b0010000;
			   4'd10: segs_n = 7'b0001000;   
			   4'd11: segs_n = 7'b0001100;   
			   4'd12: segs_n = 7'b1000110;   
			   4'd15: segs_n = 7'b0001110;   
			   default: segs_n = 7'b1111111;
		   endcase
	   end
   end
endmodule: sevenseg_ext_n
$ cat flow/run.sh
#!/bin/bash
# OpenROAD 26Q1-2900-gdf79404cd8, Yosys 0.63+post, stock flow scripts
make -C /OpenROAD-flow-scripts/flow DESIGN_CONFIG=/design/flow/config.mk WORK_HOME=/design/flow/orfs finish
$ cat flow/config.mk
export PLATFORM = sky130hd
export DESIGN_NAME = sevenseg_ctl
export DESIGN_NICKNAME = sevenseg_ctl
export VERILOG_FILES = /design/flow/design.v
export SDC_FILE = /design/flow/constraint.sdc
export NUM_CORES = 4
export LEC_CHECK = 1
export CORE_AREA = 10 10 103 103
export DIE_AREA = 0 0 113 113
$ cat flow/constraint.sdc
current_design sevenseg_ctl

set clk_period 3.9
set clk_io_pct 0.2

create_clock -name clk0 -period $clk_period [get_ports {clk}]

set non_clock_inputs [all_inputs -no_clocks]
set_input_delay [expr $clk_period * $clk_io_pct] -clock clk0 $non_clock_inputs
set_output_delay [expr $clk_period * $clk_io_pct] -clock clk0 [all_outputs]
==> results.cfg <==
; yosys + openroad results
[sta]
clock-skew-final_ps = 1.44
maxSlewViolCount = 0
fmax_mhz = 262
rsz0062_at_grt = yes
worst_pin_slew_ps = 590
finalClockPeriodUsage_pct = 98.0
finalCriticalPeriod_ps = 3820
hold_viol = 0
setup_viol_count_final = 0
slew-limit-headroom_pct = 60.3

[worst_setup_path]
cp_slowest_cell = or4_4
crit_chain = buf_4, ha_2, or4_4, or2_4, a31oi_4, buf_6, ha_2, nor3_1, o21ai_1, clkdlybuf4s50_1
slowest_delay_ps = 530
crit_arrival_ps = 3040
crit_path_end_kind = output pin
crit_path_frequent_cell = ha_2
cp.required_ps = 3120
critical_path_class = reg -> out
start_kind = flip-flop
cp_max_fo = 4

[global_routing]
grt_max_degree = 18
grt_pass1_vias = 1978
grtUsageTotal_pct = 9.46
grt_antenna_before_repair = 0
grt_pass1_wl_um = 10200
grt-ovfl-total = 0

[cells_and_area]
final_area_um2 = 3120
drive_gt1_share_pct = 19.4
mi_logic_area_um2 = 1420
syn_to_final_growth_pct = 52.5
seqCellArea_um2 = 566
final_util_pct = 37.6
post_layout_nonfiller_instances = 425
mostFrequentLayoutCell = clkdlybuf4s50_1
final_cell_mix = 67 x clkdlybuf4s50_1, 26 x dfxtp_1, 25 x nor2_1
fill_cells = 838

[logic_synthesis]
yosys_cells = 238
synth-async-reset-ratio_pct = 0
top_cells_by_area = dfxtp_1 27%, ha_1 8.0%, nor2_1 4.6%, mux2_2 4.4%, a31oi_4 4.2%
syn_inst = 238
yosysWarnings = 5
flop_cell = dfxtp_1
synth-edff-count = 0
yosysUniqueCellTypes = 47
synth_seq_share_pct = 27.4
netlist_area_um2 = 2040
avgSynthCellArea_um2 = 8.58
yosys-stat-area_um2 = 2040
largest_area_cell = dfxtp_1
ys.flops = 28
top_cell_area_share_pct = 27.4

[power]
p_per_area_nw_per_um2 = 182
vdd_drop_max_mv = 0.149
p_leak_uw = 0.00115

[drt]
wirelength_um = 6380
detail-route-antenna-nets = 0
via_per_inst = 4.80
wire_per_inst_um = 15.0
first_pass_iters = 6
drtIter0Drc = 105
antenna-diode-count = 0
vias = 2040
route.detailed.drc = 0

[die]
rows = 33
chip_area_um2 = 12800
fp_util_pct = 24.6
die_height_um = 113
die_w_um = 113
ios = 74
core_area_um2 = 8300

[min_path]
hold_class = reg -> reg

[place]
io_buffers = 73
dp_cells = 421
gp_congestion = 0.894
placed_cell_area_um2 = 2970
hpwl_um = 5180

[cts]
insertion_delay_ps = 260
cts_tree = built
clock_path_buffers = 2
cts-hold-fix-buffers = 0
clk_pin_slew_ps = 90
cts_max_level = 1
cts_root_buf = clkbuf_8
cts.sinks = 28
cts_buffers = 3

[run]
cap_violations = 0
tool_warnings = 35

[outcome]
status = finished clean
-- power by group --
group / total, µW / leakage, µW / internal [µW] / switching, µW
Sequential: 290 / 0.000227 / 288 / 2.52
Combinational: 128 / 0.000896 / 84.9 / 42.7
Clock: 148 / 0.0000216 / 69.1 / 79.2
Total: 566 / 0.00115 / 441 / 124
-- critical path, delay by kind of cell (launching register included) --
| family | cells | cell delay [ps] |
|---|---|---|
| compound gates | 2 | 380 |
| fa+ha+maj | 2 | 360 |
| buf+inv | 3 | 770 |
| flops | 1 | 380 |
| simple gates | 3 | 890 |
-- worst paths after layout --
| path | startpoint | endpoint | slack [ps] | cells after the start |
|---|---|---|---|---|
| worst max-delay path | U_CT.q[0]$_SDFFE_PP0N_ | segs_n[2] | 80 | 10 |
| worst min-delay path | U_ENB.q[0]$_SDFF_PP0_ | U_ENB.q[0]$_SDFF_PP0_ | 470 | 1 |
| worst max register to register | U_ENB.q[0]$_SDFF_PP0_ | U_DEC.y[6]$_SDFF_PN0_ | 1560 | 6 |
| worst min register to register | U_ENB.q[0]$_SDFF_PP0_ | U_ENB.q[0]$_SDFF_PP0_ | 470 | 1 |
-- cells in the mapped netlist (7+ instances only) --
cell,count
mux2i_1,7
nand2_1,10
a22o_1,8
nor3_1,9
inv_1,19
xor2_1,8
ha_1,13
clkbuf_1,7
mux2_2,8
nor2_1,25
a221oi_1,7
a21oi_1,10
nand3_1,10
dfxtp_1,28
-- final cells by class --
cell class	instances	area share, %
Inverter	19	2.41
Sequential cell	28	18.1
Clock buffer	3	1.32
Tap cell	105	4.22
Timing Repair Buffer	93	28.4
Multi-Input combinational cell	177	45.5
-- logic make-up after synthesis --
logic type / synth area share [%]
AOI/OAI and AO/OA: 21.6
xor gates and xnor gates: 6.00
adders and majority gates: 7.96
buffers and inverters: 7.47
DFF: 27.4
muxes: 7.84
and+or+nand+nor: 21.7
-- per-layer routing --
layer  GRT usage (%)  part of all wire, %  vias up
met5               0                    0        -
met3            2.08                  9.1        4
met1            14.0                   49      932
met2            14.4                   41       82
met4           0.592                 0.50        0
li1                -                    -     1022
-- state kept, by name (all words and copies together) (netlist names) --
name,count
U_CT.q,3
U_DEC.y,8
U_ENB.q,17
-- stage by stage --
| stage | setup WS [ps] | total power [µW] | setup TNS [ps] | hold slack, ps |
|---|---|---|---|---|
| 4_1_cts | 21.8 | 572 | 0 | 476 |
| 3_3_place_gp | -99.5 | 419 | -467 | 445 |
| 2_1_floorplan | 105 | 338 | 0 | 430 |
| 3_5_place_dp | -136 | 420 | -606 | 455 |
| 6_report | 77.0 | 566 | 0 | 471 |
| 5_1_grt | -34.4 | 592 | -34.4 | 519 |
-- what timing repair did --
item                       CTS  global route
setup endpoints to repair    7             2
setup buffers                0             1
pin swaps                    5             2
gates resized               24             7
Power figures rest on the tool's default switching activity, not on a simulated workload.
